[flow/design.v]
module Twiddle_Address(
  input         clock,
  input         reset,
  input  [1:0]  io_row,
  input         io_ready,
  input  [31:0] io_counter,
  output [31:0] io_address
);
  reg [31:0] j;  
  reg [31:0] k;  
  wire [4:0] _GEN_1 = 2'h3 == io_row ? 5'h1f : 5'h0;  
  wire [9:0] _GEN_2 = 2'h2 == io_row ? 10'h3ff : {{5'd0}, _GEN_1};  
  wire [14:0] _GEN_3 = 2'h1 == io_row ? 15'h7ff9 : {{5'd0}, _GEN_2};  
  wire [31:0] _T_5 = io_counter - 32'h1;  
  wire [31:0] repeat_ = {{17'd0}, _GEN_3};  
  wire [31:0] _k_T_1 = k + 32'h1;  
  wire [31:0] _j_T_1 = j + 32'h1;  
  assign io_address = j;  
  always @(posedge clock) begin
    if (reset) begin  
      j <= 32'h0;  
    end else if (io_ready) begin  
      if (j < _T_5) begin  
        if (!(k < repeat_)) begin  
          j <= _j_T_1;  
        end
      end else begin
        j <= 32'h0;  
      end
    end
    if (reset) begin  
      k <= 32'h0;  
    end else if (io_ready) begin  
      if (j < _T_5) begin  
        if (k < repeat_) begin  
          k <= _k_T_1;  
        end else begin
          k <= 32'h0;  
        end
      end
    end
  end
endmodule
[flow/run.sh]
#!/bin/bash
# OpenROAD 26Q1-2900-gdf79404cd8, Yosys 0.63+post, stock flow scripts
make -C /OpenROAD-flow-scripts/flow DESIGN_CONFIG=/design/flow/config.mk WORK_HOME=/design/flow/orfs finish
[flow/config.mk]
export PLATFORM = sky130hd
export DESIGN_NAME = Twiddle_Address
export DESIGN_NICKNAME = Twiddle_Address
export VERILOG_FILES = /design/flow/design.v
export SDC_FILE = /design/flow/constraint.sdc
export NUM_CORES = 4
export LEC_CHECK = 1
export CORE_UTILIZATION = 40
[flow/constraint.sdc]
current_design Twiddle_Address

set clk_period 18.8
set clk_io_pct 0.2

create_clock -name clk0 -period $clk_period [get_ports {clock}]

set non_clock_inputs [all_inputs -no_clocks]
set_input_delay [expr $clk_period * $clk_io_pct] -clock clk0 $non_clock_inputs
set_output_delay [expr $clk_period * $clk_io_pct] -clock clk0 [all_outputs]
==> impl_metrics.tcl <==
# implementation run metrics
set metrics [dict create \
    outcome "finished clean" \
    layout.area.comb_mm2 0.003334 \
    io_buffers 68 \
    setup_viol 0 \
    r2r_cells 8 \
    fin_crit_sh_pct 46.28 \
    r2r_end "k[14]$_SDFFE_PP0P_" \
    hold_path_end "k[27]$_SDFFE_PP0P_" \
    setup.worst_path.start "io_counter[0]" \
    hpwl_mm 9.360 \
    dpl_cell_area_mm2 0.005584 \
    cp_max_fo 20 \
    netlist_instances 598 \
    ios 69 \
    synth.avg_cell_area_um2 8.014 \
    drive_gt1_share_pct 5.547 \
    root_buffer "clkbuf_16" \
    hold_path.class "reg -> reg" \
    grt_max_degree 28 \
    p_total_uw 349.5 \
    max_stage_delay_ns 0.64 \
    gp_congestion 0.8391 \
    vias 4771 \
    flop_area_mm2 0.001281 \
    cts.clk_slew.worst_paths_ns 0.05 \
    antennaDiodeCount 0 \
    hold_violations 0 \
    cts_buffer_depth 2 \
    grt_pass1_vias 4312 \
    synth_flops 64 \
    tns_ns 0 \
    cts_tree "built" \
    dp_slack_ns 9.768 \
    peakVddDrop_v 0.00004480 \
    yosys_warnings 1 \
    syn-cell-area_mm2 0.004792 \
    finalInstanceArea_mm2 0.005906 \
    yosys_area_mm2 0.004792 \
    core-area_mm2 0.01156 \
    warnings 26 \
    dr.pass1.iters 25 \
    drc_errors 0 \
    cts_resized 0 \
    grt_pass1_wl_mm 21.14 \
    nFillCells 1060 \
    fin_crit_ns 8.700 \
    slew_viol_final 0 \
    post-cts-setup-buffers 0 \
    die_h_um 111.5 \
    placementRows 39 \
    relSlewSlack_pct 40.63 \
    wl_per_cell_um 15.59 \
    endpoint_kind "flop" \
    ant_nets 0 \
    slowest_stage "or2_1" \
    ff_type "dfxtp_1" \
    routed_wl_mm 12.63 \
    antenna_found_initial 0 \
    crit_type "in -> reg" \
    synth_cell_types 57 \
    chip_area_mm2 0.01242 \
    reg2reg_from "j[30]$_SDFFE_PP0P_" \
    powerDensity_mw_per_mm2 59.17 \
    postCtsHoldBufs 0 \
    cts.sinks 64 \
    drtIter0Drc 299 \
    via_per_inst 5.890 \
    synth-edff-count 0 \
    area_delta_synth_final_pct 23.24 \
    arrival_ns 8.88 \
    track_usage_pct 20.98 \
    maxCapViolCount 0 \
    yosys_cells 598 \
    htreeDepth 3 \
    hold_path_depth 2 \
    r2r_slack_ns 15.49 \
    path_cells "clkdlybuf4s50_1, inv_1, ha_1, nor2b_1, nand4_1, or3_1, nor4_4, nand2_1, nor3_1, xnor2_1, ha_1, a21oi_1, nand2_1, a221oi_2, nand3_1, nor3_1, or2_1, nor2_1" \
    setup_slack_ns 10.10 \
    hold_start "k[27]$_SDFFE_PP0P_" \
    startpoint_type "primary input" \
    synth_async_sr_flop_share_pct 0 \
    die_w_um 111.5 \
    rsz0062_at_grt "no" \
    leakage_uw 0.002197 \
    clock_latency_ns 0.32 \
    numCtsBuffers 9 \
    fp_util_pct 41.44 \
    ys_seq_share_pct 26.74 \
    fmax_ghz 0.1149 \
    worst_slew_pin_slew_ns 0.8852 \
    grt_overflow 0 \
    finClkSkew_ns 0.005852 \
    worstPathRequired_ns 18.98 \
]
==> layer usage <==
layer / part of all wire (%) / up-vias / GRT usage, %
met5: 0 / - / 0
met4: 0.51 / 0 / 1.892
met3: 5.4 / 4 / 2.825
met2: 45 / 140 / 34.75
met1: 49 / 2217 / 30.84
li1: - / 2410 / -
==> per-stage QoR <==
step	hold WS [ns]	util [%]	cells
after detailed placement	0.4622	48.29	795
after floorplan	0.4385	-	598
final	0.4710	51.07	810
after global routing	0.4904	51.07	810
after CTS	0.4712	51.07	810
after global placement	0.4541	48.29	795
==> worst max-delay path: cells and delay by family <==
family	cells	cell delay (ns)
AND-OR/OR-AND	2	0.44
AND/OR/NAND/NOR	11	3.46
XOR/XNOR	1	0.15
buffers and inverters	2	0.58
adder cells (fa/ha/maj)	2	0.48
==> how the worst max path moves through the flow <==
stage                                end  slack, ns  depth (start not counted)
after CTS             k[14]$_SDFFE_PP0P_      10.09                         18
after global routing  k[14]$_SDFFE_PP0P_       9.65                         18
final                 k[14]$_SDFFE_PP0P_      10.10                         18
==> synthesized netlist by cell type, types with 4 or more instances <==
cell / n / area (µm²)
dfxtp_1: 64 / 1281
nand3_1: 57 / 285.3
nor2_1: 56 / 210.2
nand2_1: 54 / 202.7
ha_1: 50 / 625.6
a21oi_1: 29 / 145.1
xnor2_1: 24 / 210.2
or3_1: 20 / 125.1
nand4_1: 18 / 112.6
nor3_1: 18 / 90.09
and3_1: 17 / 106.4
inv_1: 17 / 63.81
o21ai_0: 15 / 75.07
nor4_1: 14 / 87.58
a31oi_1: 12 / 75.07
and2_1: 11 / 68.82
clkbuf_1: 10 / 37.54
xor2_1: 10 / 87.58
o31ai_1: 9 / 67.56
o41ai_1: 7 / 61.31
and4_1: 6 / 52.55
buf_2: 6 / 30.03
a41oi_1: 5 / 43.79
nor3_2: 5 / 50.05
o211ai_1: 5 / 37.54
a211o_1: 4 / 35.03
a211oi_1: 4 / 30.03
buf_6: 4 / 45.04
o21a_1: 4 / 30.03
o32ai_1: 4 / 35.03
==> area by class of cell <==
type / count / area share [%]
timing repair buffer: 74 / 12.29
tap: 143 / 3.030
multi-input combinational: 497 / 56.46
inverter: 17 / 1.081
clock buffer: 12 / 4.343
clock inverter: 3 / 1.102
sequential: 64 / 21.69
==> flip-flops by register name (all words and copies together) (netlist names) <==
name  flops
j        32
k        32
==> report_power, final <==
group	switching [µW]	internal, µW
Sequential	0.636	136
Combinational	18.9	14.7
Clock	56.8	122
==> kinds of logic after synthesis <==
| logic type | Yosys count | share of synthesized area, % |
|---|---|---|
| buf+inv | 37 | 3.681 |
| simple gates | 295 | 33.00 |
| mux | 2 | 0.4178 |
| xor+xnor | 34 | 6.214 |
| compound gates | 116 | 16.89 |
| fa+ha+maj | 50 | 13.05 |
| flops | 64 | 26.74 |
==> cell usage in the layout (no fill, tap or decap), types with 10 or more instances in the layout <==
cell type,Yosys,layout
nand3_1,57,57
xor2_1,10,10
clkdlybuf4s50_1,0,68
nor4_1,14,14
o21ai_0,15,15
nand4_1,18,18
a31oi_1,12,12
and2_1,11,11
and3_1,17,17
xnor2_1,24,24
dfxtp_1,64,64
nor2_1,56,56
ha_1,50,50
or3_1,20,20
nor3_1,18,18
nand2_1,54,54
a21oi_1,29,29
inv_1,17,17
